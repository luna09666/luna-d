$ cat flow/run.sh
#!/bin/bash
# OpenROAD 26Q1-2900-gdf79404cd8, Yosys 0.63+post, stock flow scripts
make -C /OpenROAD-flow-scripts/flow DESIGN_CONFIG=/design/flow/config.mk WORK_HOME=/design/flow/orfs finish
$ cat flow/config.mk
export PLATFORM = sky130hd
export DESIGN_NAME = BranchUnit
export DESIGN_NICKNAME = BranchUnit
export VERILOG_FILES = /design/flow/design.v
export SDC_FILE = /design/flow/constraint.sdc
export NUM_CORES = 4
export LEC_CHECK = 1
export CORE_AREA = 10 10 132 132
export DIE_AREA = 0 0 142 142
$ cat flow/constraint.sdc
current_design BranchUnit

set clk_period 19.6
set clk_io_pct 0.2

create_clock -name clk0 -period $clk_period

set non_clock_inputs [all_inputs -no_clocks]
set_input_delay [expr $clk_period * $clk_io_pct] -clock clk0 $non_clock_inputs
set_output_delay [expr $clk_period * $clk_io_pct] -clock clk0 [all_outputs]
$ cat flow/design.v
`timescale 1ns / 1ps
module BranchUnit #(
)(
    input  logic [31:0]        cur_pc,
    input  logic [31:0]        imm,
    input  logic               jalr_sel,
    input  logic               branch_taken,     
    input  logic [31:0]        alu_result,
    output logic [31:0]        pc_plus_4,        
    output logic [31:0]        imm_out,
    output logic [31:0]        branch_target,    
    output logic               pc_sel
);
    assign imm_out=imm;
    assign pc_plus_4=cur_pc+4;
    assign pc_sel=((alu_result)&(branch_taken==1)&(jalr_sel==0))|(jalr_sel==1);
    always@(*)
    begin
        if(branch_taken==1) 
        begin
            branch_target=cur_pc+imm; 
        end
        else if((branch_taken==0)&(jalr_sel==1)) 
        begin
            branch_target=(alu_result+imm)&(32'b11111111111111111111111111111110);
        end
        else
        begin
            branch_target=0;
        end
    end
endmodule
==> impl_metrics.csv <==
group,metric,value,unit
pwr,pwr_density_cell,30.5,mW/mm^2
place,placer_s_final_routability_congestion_estimate,0.948,
setup_path,cpPeakStageDelay,0.57,ns
floorplanning,initial_utilization,0.304,
cts,cts.hold.buffers_added,0,
logic_synthesis,synth.yosys.warnings,1,
logic_synthesis,yosys-stat-cells,636,
setup_path,worst_ep_required_time,15.68,ns
cts,postcts_setup_bufs,0,
logic_synthesis,postSynthSeqShare,0,
floorplanning,floorplan.io_pins,195,
final_layout,final_layout_size_suffix_gt1_frac,0.0241,
detailed_routing,via_per_inst,5.31,
global_routing,overflow,0,
detailed_routing,via_count,5154,
logic_synthesis,syn_area,0.00442,sq mm
setup_path,worstSetupEndpointType,"output port",
setup_path,path_class,"in2out",
floorplanning,die_w,142,um
outcome,run_status,"complete, no violations",
min_path,hold_path_startpoint,"cur_pc[0]",
min_path,cell_depth_of_the_worst_min_delay_path,2,
detailed_routing,detail_route.iter0.violations,346,
global_routing,first_global_vias,5208,
final_layout,post_layout_nonfiller_instances,971,
floorplanning,dieHeight,142,um
setup_path,critPathMostFrequentCell,"sky130_fd_sc_hd__clkdlybuf4s50_1",
logic_synthesis,postSynthCellCount,636,
timing,rsz0062_at_grt,"false",
timing,timing.final.crit_period,11.52,ns
pwr,peakVddDrop,0.0106,mV
logic_synthesis,syn_area_per_cell,6.95,sq um
min_path,worstHoldPathType,"in2out",
setup_path,worstPathMaxFanout,5,
floorplanning,floorplan.rows,44,
pwr,seq_power_share,0,
pwr,power.share.switching,0.463,
global_routing,grt_start_max_net_pins,26,
timing,timing.final.ws_setup,8.08,ns
timing,min_period_over_period,0.588,
detailed_routing,dr_drc_count,0,
logic_synthesis,ys_area,0.00442,sq mm
place,place.port_buffers,195,
setup_path,worst_path_cell_trace,"clkdlybuf4s50_1 -> ha_1 -> fa_1 -> a211oi_2 -> o21bai_2 -> a311oi_2 -> a21boi_2 -> or4_4 -> a31oi_1 -> o311ai_0 -> o311ai_1 -> clkdlybuf4s50_1",
timing,fmax,86.8,MHz
place,dpl.hpwl,15000,um
global_routing,antenna_violations_before_repair,0,
detailed_routing,post_detailed_route_wirelength_per_cell,17.9,um
timing,finalSetupViolCount,0,
final_layout,final_core_utilization,0.433,
final_layout,sequential_cell_area,0,sq um
timing,hold_violations,0,
final_layout,num-clock-buffers,0,
logic_synthesis,yosysUniqueCellTypes,66,
timing,setup_tns,0,ns
timing,worst-slew-pin-transition,0.587,ns
pwr,total_power,0.192,mW
final_layout,area_growth,42.4,%
pwr,intPower,0.103,mW
job,maxCapViolations,0,
final_layout,flops,0,
pwr,p_leak,2.57,nW
pwr,power.switching,0.0888,mW
timing,timing.max_slew.rel_slack,0.599,
floorplanning,die-area,0.0202,sq mm
setup_path,crit_path_top_delay_cell,"sky130_fd_sc_hd__or4_4",
pwr,comb_power_share,1.000,
cts,ctsResizeCount,0,
detailed_routing,totalWireLength,17400,um
place,numPlacedInstances,971,
pwr,power_frac_clock,0,
setup_path,crit_arrival,7.60,ns
detailed_routing,drt_pre_antenna_iters,4,
setup_path,timing.critical_path.from_type,"primary input",
global_routing,gr-usage-all-layers,0.164,
detailed_routing,n_antenna_cell,0,
floorplanning,core_area,0.0145,sq mm
global_routing,grt_first_pass_wirelength,27800,um
min_path,worstHoldEndpoint,"pc_plus_4[0]",
job,log.warning_count,32,
detailed_routing,ant_nets,0,
place,post-place-ws,8.10,ns
timing,final_max_slew_viol_count,0,
[critical path, delay by kind of cell]
kind	cells	cell delay, ns
buffers and inverters	2	1.00
AOI/OAI and AO/OA	7	1.43
and+or+nand+nor	1	0.57
adders and majority gates	2	0.68
[area by class of cell]
cell class | count | area, sq um
fillers | 1439 | 8240
multi-input cells | 573 | 4030
repair buffers | 198 | 1970
well taps | 184 | 230
inverters | 16 | 60.1
[worst max path at each step]
stage	startpoint	endpoint	slack [ns]	depth (start not counted)
CTS	imm[0]	branch_target[30]	8.09	12
finish	imm[0]	branch_target[30]	8.08	12
global route	imm[7]	branch_target[28]	7.82	10
[metal layers]
layer,track usage,vias to the layer above,part of all wire
met1,0.226,2307,0.46
li1,-,2662,-
met4,0.0113,0,0.011
met5,0,-,0
met2,0.272,169,0.45
met3,0.0312,16,0.077
[Yosys cell counts, types with 4 or more instances]
library cell               number  area [sq um]
sky130_fd_sc_hd__a21boi_0       4          30.0
sky130_fd_sc_hd__a211o_1        5          43.8
sky130_fd_sc_hd__nand3_1       25           125
sky130_fd_sc_hd__nand2b_1      12          75.1
sky130_fd_sc_hd__clkbuf_1       9          33.8
sky130_fd_sc_hd__and3_1        16           100
sky130_fd_sc_hd__and4_1         7          61.3
sky130_fd_sc_hd__ha_1          62           776
sky130_fd_sc_hd__a31oi_1       12          75.1
sky130_fd_sc_hd__xor2_1        24           210
sky130_fd_sc_hd__o211ai_1      11          82.6
sky130_fd_sc_hd__o21bai_1       7          52.6
sky130_fd_sc_hd__nand2_1       62           233
sky130_fd_sc_hd__o21a_1         6          45.0
sky130_fd_sc_hd__o21ai_0       45           225
sky130_fd_sc_hd__a22o_1         9          78.8
sky130_fd_sc_hd__xnor2_1       47           412
sky130_fd_sc_hd__and2_1         7          43.8
sky130_fd_sc_hd__a21o_1        23           173
sky130_fd_sc_hd__a211oi_1       6          45.0
sky130_fd_sc_hd__nor2b_1        6          37.5
sky130_fd_sc_hd__o31ai_1        4          30.0
sky130_fd_sc_hd__a21oi_1       38           190
sky130_fd_sc_hd__nand4_1       10          62.6
sky130_fd_sc_hd__nor2_1        47           176
sky130_fd_sc_hd__buf_4         34           255
sky130_fd_sc_hd__inv_1         16          60.1
sky130_fd_sc_hd__nor3_1        19          95.1
[through the flow]
step / instance area (sq um) / hold WS, ns
6_report: 6300 / 8.68
5_1_grt: 6300 / 8.73
4_1_cts: 6300 / 8.70
3_5_place_dp: 6300 / 8.70
3_3_place_gp: 6300 / 8.69
2_1_floorplan: 4420 / 7.85
[logic make-up (layout without fill, tap and decap cells)]
| logic type | Yosys count | after routing | synth area share |
|---|---|---|---|
| compound gates | 210 | 210 | 0.328 |
| buf+inv | 63 | 214 | 0.0880 |
| simple gates | 226 | 226 | 0.254 |
| xor+xnor | 71 | 71 | 0.141 |
| mux | 2 | 2 | 0.00453 |
| fa+ha+maj | 64 | 64 | 0.185 |
[cell usage in the layout (no fill, tap or decap), drive strengths merged, types with 7 or more instances in the layout]
cell type and count:
a31oi 12, xnor2 47, ha 62, and2 7, xor2 24, o21ai 48, and3 16, o21bai 9
a22o 9, inv 16, nand3 25, and4 7, nor3 19, nor2 48, a21o 24, nand4 10
a211oi 7, nand2 62, clkdlybuf4s50 195, nand2b 12, o211ai 11, a21oi 38
[power by group through the flow]
stage	Combinational (mW)	Clock [mW]	Sequential [mW]
after global routing	0.213	0	0
final	0.192	0	0
after CTS	0.194	0	0
Power is estimated from default activity; no workload was simulated.
