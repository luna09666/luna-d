==> ./design.v <==
`timescale 1ns / 1ps
module datamemory#(
    parameter ADDR_WIDTH = 32,
    parameter DATA_WIDTH = 32
)(
    input  logic                     clock,
	input  logic                     read_en,
    input  logic                     write_en,
    input  logic [ADDR_WIDTH -1 : 0] address,    
    input  logic [DATA_WIDTH -1 : 0] data_in,    
    input  logic [2:0]               funct3,     
    output logic [DATA_WIDTH -1 : 0] data_out    
);
    logic[31:0]RAM[127:0];
    integer i;
        initial
        begin
            for (i = 0; i < 128; i = i + 1) RAM[i] <=0;
        end
    always_ff @(posedge clock)
        if(write_en) 
            case (funct3)
                3'b000:  
                    RAM[address[31:2]]<={data_in[7]?8'hff:8'h00,data_in[7:0]};
                3'b001:  
                    RAM[address[31:2]]<={data_in[15]?16'hffff:16'h0000,data_in[15:0]};
                3'b010:  
                    RAM[address[31:2]]<=data_in;
                default: 
                    RAM[address[31:2]]<=32'bx;
            endcase
        else
            RAM[data_in[31:2]]<=32'bx;
      always@(*)
        if(read_en)  
            case (funct3)
                3'b000:  
                    data_out<={RAM[address[31:2]][7]?8'hff:8'h00,RAM[address[31:2]][7:0]};
                3'b001:  
                    data_out<={RAM[address[31:2]][15]?16'hffff:16'h0000,RAM[address[31:2]][15:0]};
                3'b010:  
                    data_out<=RAM[address[31:2]];
                3'b100:  
                    data_out<={8'h00,RAM[address[31:2]][7:0]};
                3'b101:  
                    data_out<={16'h0000,RAM[address[31:2]][15:0]};
                default: 
                    data_out<=32'bx;
            endcase
        else
            data_out<=32'bx;
endmodule
==> ./constraint.sdc <==
current_design datamemory

set clk_period 29.6
set clk_io_pct 0.2

create_clock -name clk0 -period $clk_period [get_ports {clock}]

set non_clock_inputs [all_inputs -no_clocks]
set_input_delay [expr $clk_period * $clk_io_pct] -clock clk0 $non_clock_inputs
set_output_delay [expr $clk_period * $clk_io_pct] -clock clk0 [all_outputs]
==> ./run.sh <==
#!/bin/bash
# OpenROAD 26Q1-2900-gdf79404cd8, Yosys 0.63+post, stock flow scripts
make -C /OpenROAD-flow-scripts/flow DESIGN_CONFIG=/design/flow/config.mk WORK_HOME=/design/flow/orfs finish
==> ./config.mk <==
export PLATFORM = sky130hd
export DESIGN_NAME = datamemory
export DESIGN_NICKNAME = datamemory
export VERILOG_FILES = /design/flow/design.v
export SDC_FILE = /design/flow/constraint.sdc
export NUM_CORES = 4
export LEC_CHECK = 1
export CORE_UTILIZATION = 40
==> run summary <==
status = finished, final reports clean
# DRC = 0
chip area = 0.3950 mm²
Die Ht = 628.5 µm
fin crit share = 0.6436
placed cells = 11,683
yosys stat cell total = 6,468
global-route wire length before repair = 588,600 µm
post-route ant nets = 0
Top reg by flops = RAM
GP Congestion = 0.8985
Compound Share, Synth = 0.01200
HP Class = input pin to register
floorplan core density = 0.4026
max_cap viols = 0
Rel. slew slack = 0.1110
clock-pin transition on the worst setup and hold timing paths = 0.06 ns
CP peak stage delay = 0.71 ns
PortBufs = 75
Starting DRT DRC Count = 4,729
Hold Vio Cnt, Final = 0
Longest Clk Path Bufs = 4
Pins Over Slew Limit = 0
worst-path cell chain = buf_16 -> buf_4 -> buf_4 -> buf_4 -> buf_4 -> buf_4 -> buf_4 -> mux4_2 -> mux4_2 -> mux2i_1 -> buf_4 -> o22ai_1 -> a211o_1 -> clkdlybuf4s50_1
initial antenna violation count = 20
Post-CTS Hold Fix Bufs = 0
Max Clk Rate = 52.49 MHz
hpwl dp = 234,100 µm
Sw Share = 0.2104
I/O Pins = 102
Tool Warnings = 52
Post-synth EDFFs = 4,096
syn_area_per_cell = 24.27 µm²
most common cell type on the critical path = buf_4
Synth flops = 4,096
Worst Tran Pin Value = 1.320 ns
Root Driver = clkbuf_16
grt ovf = 0
Clock Sinks = 4,096
main logic family after synthesis = multiplexers
asr flop ratio synth = 0
max reg flops = 4,096
yosys adder share = 0
Detailed Route WL = 417,600 µm
Die X = 628.5 µm
DR pass1 iterations = 5
PwrDens = 67.46 mW/mm²
xor/xnor share of the synthesized area = 0.00005579
layout cell share with drive strength beyond 1 = 0.3076
Mux cell area share = 0.1831
Chip Area, Yosys = 0.1570 mm²
gr usage total = 0.2364
yosys simple share = 0.009540
Synth cell types = 51
final non-filler cell total = 12,446
Cell Area, Synth = 0.1570 mm²
Cell Int Power = 9540 µW
CTS tree = yes
Comb pwr share = 0.047
static leakage = 0.05035 µW
Main synth FF type = edfxtp_1
Fin Setup TNS = 0 ns
Critical Path Fanout Max = 65
CTS resizes = 0
Vias/cell = 5.733
WS Path Type = input pin to primary output
largest registers = RAM (4096)
Flop pwr share = 0.533
Syn Inst Count = 6,468
area delta synth->final = 14.08%
total CTS buffers = 413
DR vias = 71,359
H-tree Lvls = 5
Final setup viols = 0
routed len/inst = 33.55 µm
Syn. warnings = 1
crit path time final = 19.05 ns
# rows = 229
Clk pwr share = 0.420
pin count of the biggest net entering global routing = 93
crit start category = input pin
worst endpoint data arrival time = 13.13 ns
core area = 0.3900 mm²
vias in the first global route = 80,077
register share after synthesis = 0.7835
Max rail drop VDD = 0.05486 mV
Overall Power = 12,080 µW
Worst EP required = 23.68 ns
Post-CTS Setup Repair Bufs = 0
switching power total = 2542 µW
slowest CP cell = buf_4
unrepaired setup endpoints after global routing = false
endpoint class of the critical path = primary output
==> cell usage in the layout, fill, tap and decap left out, types with 10 or more instances in the layout <==
cell,synthesis,routed
buf_4,38,297
mux4_2,1170,1170
diode_2,0,10
nor2_4,0,128
mux2i_1,188,188
clkinv_2,0,83
mux4_1,18,18
o221ai_1,64,64
nor3_1,11,11
clkinv_1,2,101
a211o_1,14,14
a21oi_1,53,53
nand2_4,0,24
clkbuf_16,0,419
nand3_1,23,22
clkinvlp_4,0,12
o22ai_1,58,58
clkbuf_1,168,76
o31ai_1,10,10
bufinv_16,0,37
o21ai_0,17,17
nor2_1,148,20
clkdlybuf4s50_1,0,60
edfxtp_1,4096,4096
nand2_1,156,123
==> stage by stage <==
step	utilization	worst slack (ns)	area [µm²]	hold WS [ns]
3_3_place_gp	0.4253	10.18	165800	6.358
3_5_place_dp	0.4253	10.14	165800	6.369
5_1_grt	0.4592	9.992	179100	5.410
2_1_floorplan	-	14.95	157000	6.019
4_1_cts	0.4592	10.12	179100	5.343
6_report	0.4592	10.55	179100	5.405
==> routing by layer <==
| layer | wire (µm) | track usage | up-vias |
|---|---|---|---|
| met3 | 78790 | 0.1988 | 782 |
| met1 | 114000 | 0.2381 | 36317 |
| met4 | 21860 | 0.08994 | 28 |
| met5 | 546 | 0.009058 | - |
| met2 | 202400 | 0.3533 | 5239 |
| li1 | - | - | 28993 |
==> power by group through the flow <==
stage                 clock network [µW]  logic, µW  registers (µW)
final                               5070        571            6440
after global routing                5380        605            6440
after CTS                           5160        579            6440
==> final timing paths <==
| kind | end | slack, ns | startpoint | cells past startpoint |
|---|---|---|---|---|
| setup / recovery | data_out[12] | 10.55 | address[2] | 14 |
| hold / removal | RAM[95][0]$_DFFE_PP_ | 5.41 | data_in[0] | 1 |
==> critical path: cells and delay by family <==
family	cells	cell delay (ns)
AND-OR/OR-AND	2	0.66
buffers and inverters	9	4.74
multiplexers	3	1.63
==> Yosys cell counts, drive strengths merged, types with 2 or more instances <==
master | count | area share
nand2b | 5 | 0.00020
o21ai | 17 | 0.00054
clkinv | 2 | 0.000048
a2111oi | 2 | 0.00011
a211oi | 3 | 0.00018
a311oi | 2 | 0.00011
o22ai | 58 | 0.0023
a31oi | 6 | 0.00024
nor3 | 11 | 0.00035
buf | 181 | 0.0076
and3 | 3 | 0.00012
mux2i | 188 | 0.012
o221ai | 64 | 0.0036
a22o | 8 | 0.00045
nor2 | 148 | 0.0035
a31o | 2 | 0.00011
o311ai | 8 | 0.00045
o2111ai | 2 | 0.00011
edfxtp | 4096 | 0.78
a22oi | 6 | 0.00029
mux4 | 1188 | 0.17
nand3 | 23 | 0.00073
o211ai | 9 | 0.00043
o31ai | 10 | 0.00048
a21oi | 53 | 0.0017
clkbuf | 168 | 0.0040
or3 | 3 | 0.00012
inv | 6 | 0.00014
nand4 | 3 | 0.00012
a211o | 14 | 0.00078
nor2b | 9 | 0.00036
nand2 | 156 | 0.0037
mux2 | 3 | 0.00022
==> layout make-up <==
cell class | count | area, µm²
Inverter | 8 | 37.54
Tap cell | 5197 | 6502
Multi-Input combinational cell | 2014 | 33300
Sequential cell | 4096 | 123000
Clock buffer | 495 | 10770
Antenna cell | 10 | 25.02
Fill cell | 30933 | 210900
Clock inverter | 258 | 2440
Timing Repair Buffer | 368 | 3012
==> cell families (layout without fill, tap and decap cells) <==
group                     after synthesis  in the layout
AOI/OAI and AO/OA                     267            267
xor gates and xnor gates                1              1
buffers and inverters                 358           1129
DFF                                  4096           4096
muxes                                1379           1379
other                                   0             10
and+or+nand+nor                       367            367
Power is estimated from default activity; no workload was simulated.
