## flow/run.sh

```bash
#!/bin/bash
# OpenROAD 26Q1-2900-gdf79404cd8, Yosys 0.63+post, stock flow scripts
make -C /OpenROAD-flow-scripts/flow DESIGN_CONFIG=/design/flow/config.mk WORK_HOME=/design/flow/orfs finish
```

## flow/design.v

```verilog
`timescale 1ns / 1ps
module alu #(
    parameter DATA_WIDTH    = 32,
    parameter OPCODE_LENGTH = 4
)(
    input  logic[DATA_WIDTH - 1 : 0]    operand_a,
    input  logic[DATA_WIDTH - 1 : 0]    operand_b,
    input  logic[OPCODE_LENGTH - 1 : 0] alu_ctrl,    
    output logic[DATA_WIDTH - 1    : 0] alu_result
);
always_comb
    case(alu_ctrl)
        4'b0000:alu_result=operand_a+operand_b;  
        4'b0001:alu_result=operand_a-operand_b;  
        4'b0010:alu_result=operand_a|operand_b;  
        4'b0011:alu_result=operand_a&operand_b;  
        4'b0100:alu_result=(operand_a<operand_b)? 1:0;  
        4'b0101:alu_result=operand_a^operand_b;  
        4'b0110:alu_result=($signed(operand_a)>=$signed(operand_b))?1:0;  
        4'b0111:alu_result=($signed(operand_a)<$signed(operand_b))?1:0;  
        4'b1000:alu_result=(operand_a>=operand_b)?1:0;  
        4'b1001:alu_result=(operand_a!=operand_b)?1:0;  
        default:alu_result=32'b0;
    endcase
endmodule
```

## flow/constraint.sdc

```tcl
current_design alu

set clk_period 17.7
set clk_io_pct 0.2

create_clock -name clk0 -period $clk_period

set non_clock_inputs [all_inputs -no_clocks]
set_input_delay [expr $clk_period * $clk_io_pct] -clock clk0 $non_clock_inputs
set_output_delay [expr $clk_period * $clk_io_pct] -clock clk0 [all_outputs]
```

## flow/config.mk

```make
export PLATFORM = sky130hd
export DESIGN_NAME = alu
export DESIGN_NICKNAME = alu
export VERILOG_FILES = /design/flow/design.v
export SDC_FILE = /design/flow/constraint.sdc
export NUM_CORES = 4
export LEC_CHECK = 1
export CORE_UTILIZATION = 40
```

==> qor.yml <==
clock_network:
  cts_setup_buffers: 0
  cts-resized-gates: 0
  cts_hold_buf: 0
critical_path:
  end_kind: "output port"
  crit_path_start_kind: "input port"
  worstPathArrival_ns: 7.35
  cp-endpoint: "alu_result[25]"
  critPathRequiredTime_ns: 14.16
  crit_type: "in -> out"
  cp_cell_sequence: "clkdlybuf4s50_1 > inv_1 > ha_1 > nor2_1 > o311ai_1 > a211oi_2 > a2111oi_2 > o21a_1 > o2111ai_1 > xor2_1 > nor3_1 > a211o_1 > clkdlybuf4s50_1"
  critPathLaunch: "operand_a[1]"
  path_max_fanout: 5
  cpMostUsedCell: "clkdlybuf4s50_1"
  crit_slowest_cell: "o311ai_1"
  max_stage_delay_ns: 0.70
routing:
  wire_per_inst_um: 17.3
  first_iter_violations: 396
  route.vias.total: 6102
  drt_first_pass_iters: 5
  route.detailed.drc: 0
  wl_mm: 17.7
  vias_per_cell: 5.94
  ant_nets: 0
  n_antenna_cell: 0
power:
  peakVddDrop_mv: 0.0116
  power.density_nw_per_um2: 29.4
  p_leak_nw: 2.79
logic_synthesis:
  syn_area_per_cell_um2: 6.49
  synthesis.area_um2: 5170
  yosys_area_um2: 5170
  ys_cells: 796
  ys_types: 82
  yosys_warnings: 1
  syn_inst: 796
  postSynthSeqShare_pct: 0
timing:
  hold_viol_final: 0
  max_slew_margin_pct: 42.9
  rsz0062_at_grt: "no"
  min_period_ns: 10.89
  finalCritPeriodShare_pct: 61.5
  timing.fmax_mhz: 91.8
  tightest_slew_ns: 0.842
  setup_tns_ns: 0
  slew_violations: 0
  setup_viol: 0
global_routing:
  grt_pass1_wl_mm: 28.5
  grt_usage_pct: 27.0
  top_usage_layer: "met2"
  use_met3_pct: 1.97
  use_met1_pct: 37.0
  use_met2_pct: 47.1
  grt_antenna_before_repair: 0
  grt-ovfl-total: 0
  grt_max_degree: 25
  grt_pass1_vias: 5564
die:
  fp-utilization_pct: 40.9
  rows: 41
  ioPinCount: 100
  core-area_um2: 12600
  die_w_um: 116
  chipHeight_um: 116
  dieArea_um2: 13400
min_path:
  min_from: "operand_b[6]"
  hold_path_class: "in -> out"
placement:
  gp_congestion: 0.957
  place_hpwl_mm: 14.2
  io_buffers: 100
  dpl.cell_count: 1027
cells_and_area:
  seq_cell_count: 0
  drive_gt1_share_pct: 4.09
  instances_no_fill: 1027
  finish.utilization_pct: 49.5
  flop_area_um2: 0
  nClkBuffers: 0
  fillers: 1308
  area_growth_pct: 21.0
flow_run:
  drv_cap: 0
  warning_count: 96
outcome:
  outcome: "completed"
==> kinds of logic after synthesis <==
| kind of cell | count (synthesis) | synth area share (%) |
|---|---|---|
| AND-OR/OR-AND | 289 | 39.4 |
| multiplexers | 5 | 0.993 |
| buffers and inverters | 146 | 11.2 |
| AND/OR/NAND/NOR | 255 | 23.9 |
| XOR/XNOR | 3 | 0.509 |
| adder cells (fa/ha/maj) | 98 | 24.0 |
==> cells in the final DEF, fill, tap and decap left out, drive strengths merged, types with 15 or more instances in the layout <==
cell type and n:
a21o 17, clkdlybuf4s50 100, ha 96, o21ai 43, a221oi 15, nor3 20, nor2 86, a21oi 83
nand3 20, nand2 54, inv 96
==> synth_stat cells, types with 8 or more instances <==
cell      count  area (um2)
nor2_1       86         323
a21o_1       17         128
nand2_1      54         203
buf_2        13        65.1
nor3_1       19        95.1
ha_1         96        1200
inv_1        96         360
nand4_1      11        68.8
a211oi_1      9        67.6
clkbuf_1     26        97.6
buf_1         8        30.0
o211ai_1     14         105
o21ai_0      38         190
o21bai_1      8        60.1
nand2b_1     13        81.3
o31ai_1      10        75.1
a221oi_1     14         123
o22ai_1       8        50.1
nand3_1      20         100
a21oi_1      83         415
o221ai_1     10        87.6
==> worst max-delay path: cells and delay by family <==
family                   cells  cell delay, ns
AND-OR/OR-AND                6            1.81
XOR/XNOR                     1            0.16
AND/OR/NAND/NOR              2            0.33
adder cells (fa/ha/maj)      1            0.35
buffers and inverters        3            1.15
==> worst min path at each step <==
stage	to	cells past startpoint
finish	alu_result[6]	5
global route	alu_result[6]	5
CTS	alu_result[2]	5
==> layer usage <==
metal | vias up | wire (um) | share of wire, %
li1 | 3024 | - | -
met1 | 2832 | 8010 | 45
met2 | 225 | 8470 | 48
met3 | 21 | 927 | 5.2
met4 | 0 | 324 | 1.8
met5 | - | 0 | 0
==> final cells by class <==
type / instances / area [um2] / area share (%)
repair buffers: 109 / 1070 / 17.1
inverters: 96 / 360 / 5.76
multi-input cells: 650 / 4610 / 73.7
well taps: 172 / 215 / 3.44
==> where the power goes <==
| group | switching, mW | internal, mW | total [mW] |
|---|---|---|---|
| registers | 0 | 0 | 0 |
| logic | 0.102 | 0.0821 | 0.184 |
| clock network | 0 | 0 | 0 |
| total | 0.102 | 0.0821 | 0.184 |
==> stage by stage <==
stage | cell area [um2] | setup slack [ns] | power, mW | hold WS, ns
6_report | 6250 | 6.81 | 0.184 | 8.21
5_1_grt | 6250 | 6.52 | 0.203 | 8.29
4_1_cts | 6250 | 6.79 | 0.183 | 8.23
3_5_place_dp | 6250 | 6.84 | 0.182 | 8.22
3_3_place_gp | 6250 | 6.90 | 0.181 | 8.21
2_1_floorplan | 5170 | 8.19 | 0.113 | 7.30
No activity file was given, so power comes from the tool's default toggle rates.
